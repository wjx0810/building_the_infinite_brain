--- design.v ---
`timescale 1ns / 1ps
module fpga_wrapper(
    input wire CLK100MHZ,    
    input wire CPU_RESETN,   
    output wire [15:0] LED,
    output wire UART_TXD     
    );
    reg [15:0] clk_cnt;
    reg clk_30khz;
    wire sys_rst = ~CPU_RESETN;
    always @(posedge CLK100MHZ) begin
        if (sys_rst) begin
            clk_cnt <= 0;
            clk_30khz <= 0;
        end else begin
            if (clk_cnt >= 1666) begin
                clk_cnt <= 0;
                clk_30khz <= ~clk_30khz;
            end else begin
                clk_cnt <= clk_cnt + 1;
            end
        end
    end
    wire [15:0] adc_unsigned_data; 
    mock_data_rom u_patient (
        .clk(clk_30khz), 
        .data_out(adc_unsigned_data)
    );
    wire signed [15:0] pipeline_input_signed;
    assign pipeline_input_signed = { ~adc_unsigned_data[15], adc_unsigned_data[14:0] };
    wire signed [15:0] vel_result;
    neural_pipeline_top u_pipeline (
        .clk(clk_30khz),
        .rst(sys_rst),
        .raw_in(pipeline_input_signed), 
        .vel_out(vel_result)
    );
    assign LED = vel_result;
    reg [15:0] vel_prev;
    reg trig_send;
    always @(posedge CLK100MHZ) begin
        if (sys_rst) begin
            vel_prev <= 0;
            trig_send <= 0;
        end else begin
            if (vel_result != vel_prev) begin
                vel_prev <= vel_result;
                trig_send <= 1; 
            end else begin
                trig_send <= 0;
            end
        end
    end
    reg [4:0] state;
    reg [7:0] uart_byte;
    reg uart_start;
    wire uart_busy;
    reg [15:0] abs_val;
    reg is_neg;
    reg [3:0] int_part;       
    reg [11:0] raw_frac;      
    reg [25:0] calc_frac;     
    reg [13:0] final_frac;    
    reg [3:0] d3, d2, d1, d0;  
    localparam S_IDLE = 0;
    localparam S_MATH_1 = 1;  
    localparam S_MATH_2 = 2;  
    localparam S_MATH_3 = 3;  
    localparam S_SIGN = 4;
    localparam S_SIGN_W = 5;
    localparam S_INT = 6;
    localparam S_INT_W  = 7;
    localparam S_DOT = 8;
    localparam S_DOT_W = 9;
    localparam S_F3 = 10;
    localparam S_F3_W = 11;
    localparam S_F2 = 12;
    localparam S_F2_W = 13;
    localparam S_F1 = 14;
    localparam S_F1_W = 15;
    localparam S_F0 = 16;
    localparam S_F0_W = 17;
    localparam S_CR = 18;
    localparam S_CR_W = 19;
    localparam S_LF = 20;
    localparam S_LF_W = 21;
    always @(posedge CLK100MHZ) begin
        if (sys_rst) begin
            state <= S_IDLE;
            uart_start <= 0;
        end else begin
            case (state)
                S_IDLE: begin
                    uart_start <= 0;
                    if (trig_send) begin
                        is_neg <= vel_prev[15];
                        if (vel_prev[15]) abs_val <= -vel_prev;
                        else abs_val <= vel_prev;
                        state <= S_MATH_1;
                    end
                end
                S_MATH_1: begin
                    int_part <= abs_val[15:12];  
                    raw_frac <= abs_val[11:0];   
                    state <= S_MATH_2;
                end
                S_MATH_2: begin
                    calc_frac <= raw_frac * 16'd10000; 
                    state <= S_MATH_3;
                end
                S_MATH_3: begin
                    final_frac = calc_frac[25:12]; 
                    d3 <= (final_frac / 1000) % 10;
                    d2 <= (final_frac / 100) % 10;
                    d1 <= (final_frac / 10) % 10;
                    d0 <= final_frac % 10;
                    state <= S_SIGN;
                end
                S_SIGN: begin uart_byte <= is_neg ? "-" : "+"; uart_start <= 1; state <= S_SIGN_W; end
                S_SIGN_W: begin uart_start <= 0; if (uart_busy) state <= 22; end
                S_INT: begin uart_byte <= 8'h30 + int_part; uart_start <= 1; state <= S_INT_W; end
                S_INT_W: begin uart_start <= 0; if (uart_busy) state <= 23; end
                S_DOT: begin uart_byte <= "."; uart_start <= 1; state <= S_DOT_W; end
                S_DOT_W: begin uart_start <= 0; if (uart_busy) state <= 24; end
                S_F3: begin uart_byte <= 8'h30 + d3; uart_start <= 1; state <= S_F3_W; end
                S_F3_W: begin uart_start <= 0; if (uart_busy) state <= 25; end
                S_F2: begin uart_byte <= 8'h30 + d2; uart_start <= 1; state <= S_F2_W; end
                S_F2_W: begin uart_start <= 0; if (uart_busy) state <= 26; end
                S_F1: begin uart_byte <= 8'h30 + d1; uart_start <= 1; state <= S_F1_W; end
                S_F1_W: begin uart_start <= 0; if (uart_busy) state <= 27; end
                S_F0: begin uart_byte <= 8'h30 + d0; uart_start <= 1; state <= S_F0_W; end
                S_F0_W: begin uart_start <= 0; if (uart_busy) state <= 28; end
                S_CR: begin uart_byte <= 8'h0D; uart_start <= 1; state <= S_CR_W; end
                S_CR_W: begin uart_start <= 0; if (uart_busy) state <= 29; end
                S_LF: begin uart_byte <= 8'h0A; uart_start <= 1; state <= S_LF_W; end
                S_LF_W: begin uart_start <= 0; if (uart_busy) state <= 30; end
                22: if (!uart_busy) state <= S_INT;
                23: if (!uart_busy) state <= S_DOT;
                24: if (!uart_busy) state <= S_F3;
                25: if (!uart_busy) state <= S_F2;
                26: if (!uart_busy) state <= S_F1;
                27: if (!uart_busy) state <= S_F0;
                28: if (!uart_busy) state <= S_CR;
                29: if (!uart_busy) state <= S_LF;
                30: if (!uart_busy) state <= S_IDLE;
            endcase
        end
    end
    uart_tx u_tx (
        .clk(CLK100MHZ),
        .rst(sys_rst),
        .start(uart_start),
        .data(uart_byte),
        .tx_line(UART_TXD),
        .busy(uart_busy)
    );
endmodule
`timescale 1ns / 1ps
module iir_filter (
    input wire clk,
    input wire rst,
    input wire signed [15:0] x_in,
    output reg signed [15:0] y_out
);
    localparam signed [39:0] B0 =  3947;
    localparam signed [39:0] B1 = -7894;
    localparam signed [39:0] B2 =  3947;
    localparam signed [39:0] A2 = -7891; 
    localparam signed [39:0] A3 =  3801;
    reg signed [39:0] z1;
    reg signed [39:0] z2;
    wire signed [39:0] x_ext;
    wire signed [39:0] b0_x, b1_x, b2_x;
    wire signed [39:0] a2_y, a3_y;
    wire signed [39:0] y_acc;
    assign x_ext = {{24{x_in[15]}}, x_in};
    assign b0_x = x_ext * B0;
    assign b1_x = x_ext * B1;
    assign b2_x = x_ext * B2;
    assign y_acc = b0_x + z1;
    reg signed [15:0] y_comb;
    wire signed [39:0] y_scaled = y_acc >>> 12; 
    always @(*) begin
        if (y_scaled > 32767)      
            y_comb = 32767;
        else if (y_scaled < -32768) 
            y_comb = -32768;
        else                        
            y_comb = y_scaled[15:0];
    end
    wire signed [39:0] y_comb_ext = {{24{y_comb[15]}}, y_comb};
    assign a2_y = y_comb_ext * A2;
    assign a3_y = y_comb_ext * A3;
    always @(posedge clk) begin
        if (rst) begin
            y_out <= 0;
            z1 <= 0;
            z2 <= 0;
        end else begin
            y_out <= y_comb;
            z1 <= b1_x - a2_y + z2;
            z2 <= b2_x - a3_y;
        end
    end
endmodule
`timescale 1ns / 1ps
module mock_data_rom (
    input wire clk, 
    output reg [15:0] data_out 
);
    reg signed [15:0] internal_signal;
    reg [31:0] lfsr = 32'hACE12345;
    wire feedback = lfsr[31] ^ lfsr[21] ^ lfsr[1] ^ lfsr[0];
    always @(posedge clk) begin
        lfsr <= {lfsr[30:0], feedback};
    end
    reg signed [15:0] noise_gauss;
    always @(*) begin
        noise_gauss = ($signed({1'b0, lfsr[4:0]}) - 16) + 
                      ($signed({1'b0, lfsr[9:5]}) - 16) + 
                      ($signed({1'b0, lfsr[14:10]}) - 16) + 
                      ($signed({1'b0, lfsr[19:15]}) - 16);
        noise_gauss = noise_gauss * 16; 
    end
    reg [5:0] lfp_idx = 0;
    reg [7:0] lfp_timer = 0;
    reg signed [15:0] lfp_val;
    always @(*) begin
        case(lfp_idx)
            0: lfp_val = 0;   8: lfp_val = 707;  16: lfp_val = 1000; 24: lfp_val = 707;
            32: lfp_val = 0; 40: lfp_val = -707; 48: lfp_val = -1000; 56: lfp_val = -707;
            default: begin
                if (lfp_idx < 16) lfp_val = 500;
                else if (lfp_idx < 32) lfp_val = 500; 
                else if (lfp_idx < 48) lfp_val = -500;
                else lfp_val = -500;
            end
        endcase
    end
    always @(posedge clk) begin
        lfp_timer <= lfp_timer + 1;
        if (lfp_timer == 0) lfp_idx <= lfp_idx + 1;
    end
    reg [4:0] spike_idx = 0; 
    reg signed [15:0] spike_val;
    always @(*) begin
        case(spike_idx)
            1: spike_val = 200;    2: spike_val = 500;
            3: spike_val = -2000;  4: spike_val = -10000;
            5: spike_val = -20000; 6: spike_val = -15000; 7: spike_val = -5000;
            8: spike_val = 3000;   9: spike_val = 5000;   10: spike_val = 3000;
            11: spike_val = 1000;  12: spike_val = 500;
            13: spike_val = 0;
            default: spike_val = 0;
        endcase
    end
    reg [31:0] sample_cnt = 0;
    always @(posedge clk) begin
        sample_cnt <= sample_cnt + 1;
        if (spike_idx == 0) begin
            if (lfsr[15:0] < 54 && sample_cnt > 1500) begin
                spike_idx <= 1;
            end
        end else begin
            if (spike_idx == 13) spike_idx <= 0;
            else spike_idx <= spike_idx + 1;
        end
    end
    always @(posedge clk) begin
        internal_signal <= lfp_val + spike_val + noise_gauss;
        data_out <= { ~internal_signal[15], internal_signal[14:0] };
    end
endmodule
`timescale 1ns / 1ps
module neural_pipeline_top (
    input wire clk,
    input wire rst,
    input wire signed [15:0] raw_in,
    output wire signed [15:0] vel_out
);
    wire signed [15:0] filt_out;
    wire spike_pulse_raw;  
    reg spike_pulse_safe;  
    wire signed [15:0] auto_threshold;
    reg [17:0] warmup_cnt; 
    always @(posedge clk) begin
        if (rst) begin
            warmup_cnt <= 0;
            spike_pulse_safe <= 0;
        end else begin
            if (warmup_cnt < 150000) 
                warmup_cnt <= warmup_cnt + 1;
            if (warmup_cnt == 150000) 
                spike_pulse_safe <= spike_pulse_raw;
            else 
                spike_pulse_safe <= 0;
        end
    end
    reg [10:0] bin_timer;
    reg bin_strobe;
    reg signed [15:0] bin_accumulator;
    reg signed [15:0] current_bin_count;
    iir_filter u_filter (
        .clk(clk),
        .rst(rst),
        .x_in(raw_in),
        .y_out(filt_out)
    );
    threshold_estimator u_thresh_gen (
        .clk(clk),
        .rst(rst),
        .data_in(filt_out),
        .threshold(auto_threshold)
    );
    spike_detect u_detect (
        .clk(clk),
        .rst(rst),
        .data_in(filt_out),
        .threshold(auto_threshold), 
        .spike_out(spike_pulse_raw) 
    );
    always @(posedge clk) begin
        if (rst) begin
            bin_timer <= 0;
            bin_accumulator <= 0;
            current_bin_count <= 0;
            bin_strobe <= 0;
        end else begin
            bin_strobe <= 0;
            if (spike_pulse_safe)
                bin_accumulator <= bin_accumulator + 1;
            if (bin_timer == 1499) begin
                bin_timer <= 0;
                current_bin_count <= bin_accumulator;
                bin_accumulator <= 0;
                bin_strobe <= 1;
            end else begin
                bin_timer <= bin_timer + 1;
                bin_strobe <= 0;
            end
        end
    end
    velocity_decoder u_decoder (
        .clk(clk),
        .rst(rst),
        .bin_strobe(bin_strobe),
        .bin_count(current_bin_count),
        .velocity(vel_out)
    );
endmodule
`timescale 1ns / 1ps
module spike_detect (
    input wire clk,
    input wire rst,
    input wire signed [15:0] data_in,
    input wire signed [15:0] threshold,
    output reg spike_out
);
    localparam integer LOCKOUT = 20;
    localparam signed [15:0] SATURATION_NEG = -16'd30000;
    reg [4:0] timer;
    always @(posedge clk) begin
        if (rst) begin
            spike_out <= 0;
            timer <= 0;
        end else begin
            spike_out <= 0;
            if (timer > 0) begin
                timer <= timer - 1;
            end else begin
                if ((data_in < threshold) && (data_in > SATURATION_NEG)) begin
                    spike_out <= 1;
                    timer <= LOCKOUT;
                end
            end
        end
    end
endmodule
`timescale 1ns / 1ps
module threshold_estimator (
    input wire clk,
    input wire rst,
    input wire signed [15:0] data_in,
    output reg signed [15:0] threshold
);
    reg signed [15:0] abs_data;
    always @(*) begin
        if (data_in == -16'd32768) abs_data = 16'd32767;
        else abs_data = (data_in < 0) ? -data_in : data_in;
    end
    localparam K = 14; 
    reg signed [31:0] accumulator;
    always @(posedge clk) begin
        if (rst) begin
            accumulator <= 0;
            threshold <= 0;
        end else begin
            accumulator <= accumulator - (accumulator >>> K) + abs_data;
            threshold <= -(((accumulator >>> K) * 45) >>> 3);
        end
    end
endmodule
`timescale 1ns / 1ps
module uart_tx (
    input wire clk,        
    input wire rst,
    input wire start,      
    input wire [7:0] data, 
    output reg tx_line,    
    output reg busy        
);
    localparam CLKS_PER_BIT = 868;
    reg [2:0] state;
    localparam s_IDLE = 0;
    localparam s_START = 1;
    localparam s_DATA = 2;
    localparam s_STOP = 3;
    reg [15:0] clk_cnt;
    reg [2:0] bit_idx;
    reg [7:0] data_shifter;
    always @(posedge clk) begin
        if (rst) begin
            state <= s_IDLE;
            tx_line <= 1;  
            busy <= 0;
            clk_cnt <= 0;
            bit_idx <= 0;
        end else begin
            case (state)
                s_IDLE: begin
                    tx_line <= 1;
                    busy <= 0;
                    clk_cnt <= 0;
                    bit_idx <= 0;
                    if (start) begin
                        state <= s_START;
                        busy <= 1;
                        data_shifter <= data;
                    end
                end
                s_START: begin
                    tx_line <= 0;
                    if (clk_cnt < CLKS_PER_BIT-1) begin
                        clk_cnt <= clk_cnt + 1;
                    end else begin
                        clk_cnt <= 0;
                        state <= s_DATA;
                    end
                end
                s_DATA: begin
                    tx_line <= data_shifter[bit_idx];
                    if (clk_cnt < CLKS_PER_BIT-1) begin
                        clk_cnt <= clk_cnt + 1;
                    end else begin
                        clk_cnt <= 0;
                        if (bit_idx < 7) begin
                            bit_idx <= bit_idx + 1;
                        end else begin
                            bit_idx <= 0;
                            state <= s_STOP;
                        end
                    end
                end
                s_STOP: begin
                    tx_line <= 1;
                    if (clk_cnt < CLKS_PER_BIT-1) begin
                        clk_cnt <= clk_cnt + 1;
                    end else begin
                        state <= s_IDLE;  
                    end
                end
            endcase
        end
    end
endmodule
module velocity_decoder (
    input wire clk,
    input wire rst,
    input wire bin_strobe,  
    input wire signed [15:0] bin_count,  
    output reg signed [15:0] velocity  
);
    localparam signed [15:0] M1 = 16'd3891;  
    localparam signed [15:0] M2 = 16'd819;  
    localparam signed [15:0] MAX_VEL = 16'd20480; 
    localparam signed [15:0] MIN_VEL = -16'd20480;
    reg signed [31:0] term1;  
    reg signed [31:0] term2;  
    reg signed [31:0] sum;  
    always @(posedge clk) begin
        if (rst) begin
            velocity <= 0;
        end else if (bin_strobe) begin
            term1 = velocity * M1; 
            term2 = (bin_count * M2) <<< 12;
            sum = term1 + term2;
            if ((sum >>> 12) > MAX_VEL) 
                velocity <= MAX_VEL;
            else if ((sum >>> 12) < MIN_VEL)
                velocity <= MIN_VEL;
            else
                velocity <= sum >>> 12;
        end
    end
endmodule
--- run.sh ---
#!/bin/bash
# OpenROAD 26Q1-2900-gdf79404cd8, Yosys 0.63+post, stock flow scripts
make -C /OpenROAD-flow-scripts/flow DESIGN_CONFIG=/design/flow/config.mk WORK_HOME=/design/flow/orfs finish
--- config.mk ---
export PLATFORM = sky130hd
export DESIGN_NAME = fpga_wrapper
export DESIGN_NICKNAME = fpga_wrapper
export VERILOG_FILES = /design/flow/design.v
export SDC_FILE = /design/flow/constraint.sdc
export NUM_CORES = 4
export LEC_CHECK = 1
export CORE_UTILIZATION = 30
--- constraint.sdc ---
current_design fpga_wrapper

set clk_period 10.2
set clk_io_pct 0.2

create_clock -name clk0 -period $clk_period [get_ports {CLK100MHZ}]

set non_clock_inputs [all_inputs -no_clocks]
set_input_delay [expr $clk_period * $clk_io_pct] -clock clk0 $non_clock_inputs
set_output_delay [expr $clk_period * $clk_io_pct] -clock clk0 [all_outputs]
==> flow_metrics.env <==
# implementation run metrics
export IMPL_status="complete, no violations"
export IMPL_untimed_endpoints=361
export IMPL_final_setup_viol_count=0
export IMPL_vias_per_cell=4.59
export IMPL_p_total_mw=12.5
export IMPL_min_period_ns=9.52
export IMPL_relSlewSlack_pct=39.5
export IMPL_post_cts_resized=0
export IMPL_ys_warn_count=8
export IMPL_ys_types=118
export IMPL_chipHeight_um=435
export IMPL_placed_cell_area_mm2=0.0595
export IMPL_cts_made_buffers=17
export IMPL_gr_total_overflow=0
export IMPL_cts_hold_buf=0
export IMPL_p_per_area_mw_per_mm2=208
export IMPL_crit_fanout=14
export IMPL_fin_setup_tns_ns=0
export IMPL_area_growth_synth_to_final_pct=6.80
export IMPL_synth_area_per_cell_um2=9.11
export IMPL_ios=19
export IMPL_unclocked_pins=334
export IMPL_die_w_um=435
export IMPL_cap_viol_max_count=0
export IMPL_ys_flops=500
export IMPL_max_freq_ghz=0.105
export IMPL_drc=0
export IMPL_finalHoldViolations=0
export IMPL_reg2reg_depth=28
export IMPL_async_flop_share_pct=0
export IMPL_path_clk_slew_ns=0.07
export IMPL_p_leak_nw=28.0
export IMPL_crit_arrival_ns=9.72
export IMPL_initCoreUtil_pct=30.3
export IMPL_io_buffer_count=18
export IMPL_insertion_delay_ns=0.44
export IMPL_slowest_delay_ns=0.81
export IMPL_hold_slack_ns=0.416
export IMPL_via_count=39630
export IMPL_num_rows=158
export IMPL_cts_buffer_depth=2
export IMPL_wl_mm=116
export IMPL_final_max_slew_viol_count=0
export IMPL_post_cts_buffers=0
export IMPL_warnings=65
export IMPL_flop_cell="dfxtp_1"
export IMPL_grt_util_all_layers_pct=12.9
export IMPL_wire_per_inst_um=13.5
export IMPL_chip_area_mm2=0.189
export IMPL_grt_max_degree=126
export IMPL_min_period_over_period_pct=93.3
export IMPL_start_kind="flip-flop"
export IMPL_end_kind="flip-flop"
export IMPL_tightest_slew_ns=0.896
export IMPL_netlist_area_mm2=0.0562
export IMPL_cts_tree="done"
export IMPL_cts_max_level=4
export IMPL_grt_pass1_wl_mm=197
export IMPL_final_antenna_net_count=0
export IMPL_insertedDiodeCount=0
export IMPL_worstSetupPathType="flip-flop to flip-flop"
export IMPL_first_pass_iters=5
export IMPL_enable_flop_cells=86
export IMPL_grt_pass1_vias=39263
export IMPL_dp_hpwl_mm=98.2
export IMPL_ys_seq_share_pct=19.3
export IMPL_hold_path_class="flip-flop to flip-flop"
export IMPL_design_core_area_mm2=0.186
export IMPL_ys_cells=6169
export IMPL_netlist_instances=6169
export IMPL_final_area_mm2=0.0600
export IMPL_yosys_stat_area_mm2=0.0562
export IMPL_ir_drop_v=0.000530
export IMPL_cts_root_buffer="clkbuf_16"
export IMPL_holdPathStages=0
export IMPL_antenna_found_initial=0
export IMPL_slowest_stage="a2111oi_0"
export IMPL_skew_ns=0.00880
export IMPL_rsz0062_at_grt="false"
export IMPL_drive_above_1_share_pct=2.92
export IMPL_worst_ep_required_time_ns=10.40
export IMPL_drtIter0Drc=1657
export IMPL_place_congestion=0.916
where the power goes:
part | leakage (nW) | switching (mW) | internal (mW)
Combinational | 23.6 | 6.11 | 4.77
Clock | 0.284 | 0.286 | 0.359
Sequential | 4.13 | 0.0179 | 0.951
cell families (layout without fill, tap and decap cells):
kind of cell / after synthesis / after routing / share of synthesized area (%)
simple gates: 1387 / 1387 / 12.0
buf+inv: 1366 / 1348 / 9.18
compound gates: 986 / 986 / 11.5
fa+ha+maj: 1412 / 1412 / 39.7
xor+xnor: 457 / 457 / 7.15
other cells: 1 / 5 / 0.00667
flops: 500 / 500 / 19.3
mux: 60 / 60 / 1.15
area by class of cell:
cell class | instances | area, um^2
Fill cell | 18932 | 126000
Timing Repair Buffer | 71 | 586
Clock buffer | 19 | 454
Tap cell | 2480 | 3100
Clock inverter | 13 | 133
Multi-Input combinational cell | 4307 | 40200
Inverter | 1245 | 4680
Sequential cell | 500 | 10900
registers in the layout, summed over array words and instances (netlist names), 18 cells and up:
name and flops:
u_pipeline.u_filter.z1 40, u_patient.lfsr 32, u_patient.sample_cnt 32, u_pipeline.u_thresh_gen.accumulator 32, state 31, u_pipeline.u_filter.z2 30, u_pipeline.warmup_cnt 18
stage by stage:
stage | std cells | util, % | worst slack (ns)
final | 8635 | 32.3 | 0.679
after detailed placement | 8603 | 32.0 | 0.829
after global placement | 8603 | 32.0 | 0.772
after CTS | 8635 | 32.3 | 0.799
after floorplan | 6173 | - | 2.52
after global routing | 8635 | 32.3 | 0.104
synthesized netlist by cell type, drive strengths merged, types with 8 or more instances:
| cell | n | share of area (%) |
|---|---|---|
| nor2 | 474 | 3.2 |
| o2111ai | 12 | 0.19 |
| or4 | 8 | 0.11 |
| or3 | 35 | 0.40 |
| nand3b | 9 | 0.12 |
| or2 | 24 | 0.27 |
| maj3 | 11 | 0.20 |
| ha | 779 | 17 |
| o21bai | 72 | 0.97 |
| a22oi | 14 | 0.19 |
| a32o | 13 | 0.23 |
| mux2 | 10 | 0.21 |
| and2 | 50 | 0.56 |
| nor3 | 131 | 1.2 |
| nand4 | 38 | 0.42 |
| nand3 | 127 | 1.2 |
| nor4 | 41 | 0.49 |
| o21ai | 200 | 1.8 |
| buf | 24 | 0.22 |
| nor3b | 18 | 0.24 |
| o31ai | 26 | 0.36 |
| o41ai | 9 | 0.14 |
| nand2 | 262 | 1.8 |
| nor2b | 41 | 0.46 |
| a21boi | 23 | 0.31 |
| a211oi | 26 | 0.39 |
| a31oi | 44 | 0.49 |
| a31o | 12 | 0.19 |
| fa | 622 | 22 |
| nand2b | 38 | 0.42 |
| mux2i | 48 | 0.85 |
| inv | 1238 | 8.3 |
| a21o | 53 | 0.71 |
| o21a | 37 | 0.49 |
| edfxtp | 86 | 4.6 |
| a211o | 9 | 0.14 |
| a21oi | 300 | 2.7 |
| xnor2 | 319 | 5.0 |
| o221ai | 10 | 0.16 |
| xor2 | 137 | 2.1 |
| o211ai | 28 | 0.41 |
| clkbuf | 97 | 0.65 |
| and3 | 68 | 0.76 |
| a2111oi | 10 | 0.20 |
| dfxtp | 414 | 15 |
per-layer routing:
| layer | part of all wire, % | track usage, % |
|---|---|---|
| met2 | 46 | 20.6 |
| met4 | 0.63 | 0.795 |
| met3 | 4.7 | 2.46 |
| met1 | 49 | 19.5 |
| met5 | 0 | 0 |
worst max-delay path, delay by kind of cell, from the launching register on:
| family | cells | cell delay, ns |
|---|---|---|
| AND-OR/OR-AND | 9 | 2.73 |
| adder cells (fa/ha/maj) | 2 | 0.73 |
| XOR/XNOR | 2 | 0.85 |
| AND/OR/NAND/NOR | 12 | 4.09 |
| flip-flops | 1 | 0.38 |
| buffers and inverters | 3 | 0.49 |
placed cells by master, fill, tap and decap left out, types with 53 or more instances in the layout:
master    instances
ha_1            779
xor2_1          136
nand3_1         125
a21oi_1         297
and3_1           68
dfxtp_1         413
o21ai_0         194
edfxtp_1         86
inv_1          1234
fa_1            622
nand2_1         260
o21bai_1         71
a21o_1           53
nor2_1          474
nor3_1          127
xnor2_1         319
worst paths after layout:
path / start / endpoint / slack (ns)
max: calc_frac[24] / d0[3] / 0.68
max reg2reg: calc_frac[24] / d0[3] / 0.68
min: abs_val[7] / raw_frac[7] / 0.42
min reg2reg: abs_val[7] / raw_frac[7] / 0.42
Power and IR drop assume default switching activity.
